<file path="flow/design.v">
`timescale 1ns / 1ps
module MAC_UNIT(f,i,j,clk,rst);
    input [3:0]i,j;
    input clk,rst;
    output [8:0]f;
    wire [7:0]m,a;
    wire [8:0]t;
    wire ca1;
    wmul_4_bit multiply(m,i,j);
    csa_8_bit adder(a,ca1,m,t[7:0],t[8]);
    buf_9_bit accmulator(t,{ca1,a},clk,rst);
    assign f = t;
endmodule
module buf_9_bit(q,d,clk,rst);
    input [8:0]d;
    input clk,rst;
    output [8:0]q;
        d_ff buffer0(q[0],d[0],clk,rst);
        d_ff buffer1(q[1],d[1],clk,rst);
        d_ff buffer2(q[2],d[2],clk,rst);
        d_ff buffer3(q[3],d[3],clk,rst);
        d_ff buffer4(q[4],d[4],clk,rst);
        d_ff buffer5(q[5],d[5],clk,rst);   
        d_ff buffer6(q[6],d[6],clk,rst);
        d_ff buffer7(q[7],d[7],clk,rst);
        d_ff buffer8(q[8],d[8],clk,rst);
endmodule
module d_ff(q,d,clk,rst);
    input d,clk,rst;
    output reg q;
    always @(posedge clk or negedge rst)
    begin
        if(!rst)
            q <= 1'b0; 
        else 
            q <= d; 
    end
endmodule 
module csa_8_bit(sum,cout,a,b,cin);
    input [7:0]a,b;
    input cin;
    output [7:0]sum;
    output cout;
    wire [7:0]s,c;
    wire [6:0]t;
    full_adder adder0(s[0],c[0],a[0],b[0],cin);
    full_adder adder1(s[1],c[1],a[1],b[1],cin);
    full_adder adder2(s[2],c[2],a[2],b[2],cin);
    full_adder adder3(s[3],c[3],a[3],b[3],cin);
    full_adder adder4(s[4],c[4],a[4],b[4],cin);
    full_adder adder5(s[5],c[5],a[5],b[5],cin);
    full_adder adder6(s[6],c[6],a[6],b[6],cin);
    full_adder adder7(s[7],c[7],a[7],b[7],cin);
    assign sum[0] = s[0];
    half_adder adder8(sum[1],t[0],c[0],s[1]);
    full_adder adder9(sum[2],t[1],c[1],s[2],t[0]);
    full_adder adder10(sum[3],t[2],c[2],s[3],t[1]);
    full_adder adder11(sum[4],t[3],c[3],s[4],t[2]);
    full_adder adder12(sum[5],t[4],c[4],s[5],t[3]);
    full_adder adder13(sum[6],t[5],c[5],s[6],t[4]);
    full_adder adder14(sum[7],t[6],c[6],s[7],t[5]);
    half_adder adder15(cout, ,c[7],t[6]);
endmodule
module wmul_4_bit(c,a,b);
    input [3:0]a,b;
    output [7:0]c;
    reg p[3:0][3:0];
    wire s0,s1,s2,s3,s4,s5,s6,s7,s8,s9,s10,s11;
    wire c0,c1,c2,c3,c4,c5,c6,c7,c8,c9,c10,c11;
    integer i,j;
    always @ (a or b)
    begin
        for(i=0;i<=3;i=i+1)
            for(j=0;j<=3;j=j+1)
                p[j][i] <= a[j]&b[i];
     end 
     half_adder adder1(s0,c0,p[0][1],p[1][0]);
     full_adder adder2(s1,c1,p[0][2],p[1][1],p[2][0]);
     full_adder adder3(s2,c2,p[0][3],p[1][2],p[2][1]);
     half_adder adder4(s3,c3,p[1][3],p[2][2]);
     half_adder adder5(s4,c4,s1,c0);
     full_adder adder6(s5,c5,s2,c1,p[3][0]);
     full_adder adder7(s6,c6,s3,c2,p[3][1]);
     full_adder adder8(s7,c7,p[2][3],c3,p[3][2]);
     half_adder adder9(s8,c8,s5,c4);
     full_adder adder10(s9,c9,s6,c5,c8);
     full_adder adder11(s10,c10,s7,c6,c9);
     full_adder adder12(s11,c11,p[3][3],c7,c10);
     assign c[0] = p[0][0];
     assign c[1] = s0;
     assign c[2] = s4;
     assign c[3] = s8;
     assign c[4] = s9;
     assign c[5] = s10;
     assign c[6] = s11;
     assign c[7] = c11;
endmodule
module full_adder(sum,carry,a,b,c);
    output sum,carry;
    input a,b,c;
    wire w1,w2,w3;
    half_adder adder1(w1,w2,a,b);
    half_adder adder2(sum,w3,w1,c);
    or(carry,w2,w3);
endmodule
module half_adder(sum,carry,a,b);
    output sum,carry;
    input a,b;
    xor(sum,a,b);
    and(carry,a,b);
endmodule
</file>
<file path="flow/run.sh">
#!/bin/bash
# OpenROAD 26Q1-2900-gdf79404cd8, Yosys 0.63+post, stock flow scripts
make -C /OpenROAD-flow-scripts/flow DESIGN_CONFIG=/design/flow/config.mk WORK_HOME=/design/flow/orfs finish
</file>
<file path="flow/config.mk">
export PLATFORM = sky130hd
export DESIGN_NAME = MAC_UNIT
export DESIGN_NICKNAME = MAC_UNIT
export VERILOG_FILES = /design/flow/design.v
export SDC_FILE = /design/flow/constraint.sdc
export NUM_CORES = 4
export LEC_CHECK = 1
export CORE_AREA = 10 10 112 112
export DIE_AREA = 0 0 122 122
</file>
<file path="flow/constraint.sdc">
current_design MAC_UNIT

set clk_period 7.4
set clk_io_pct 0.2

create_clock -name clk0 -period $clk_period [get_ports {clk}]

set non_clock_inputs [all_inputs -no_clocks]
set_input_delay [expr $clk_period * $clk_io_pct] -clock clk0 $non_clock_inputs
set_output_delay [expr $clk_period * $clk_io_pct] -clock clk0 [all_outputs]
</file>
==> results_dict.tcl <==
# implementation run metrics
set metrics [dict create \
    clkSinkCount 9 \
    grt_pass1_wl_mm 3.36 \
    min_from "accmulator.buffer0.q" \
    die_area_um2 14900 \
    syn-cell-area_um2 1010 \
    final_util_pct 13.1 \
    synth_cells 94 \
    grt-ovfl-total 0 \
    grt_pass1_vias 711 \
    rr_startpoint "accmulator.buffer8.q" \
    drive_above_1_share_pct 2.80 \
    drv_slew 0 \
    hold_class "flip-flop to flip-flop" \
    vias 585 \
    rows 37 \
    syn2layout_area_growth_pct 32.4 \
    setup_viol 0 \
    end_kind "flip-flop" \
    ant_nets 0 \
    syn_area_per_cell_um2 10.8 \
    insertedDiodeCount 0 \
    rsz0062_at_grt "false" \
    hold_ws_ns 0.566 \
    total_power_mw 0.460 \
    coreArea_um2 10200 \
    cts_buffer_depth 2 \
    routed_wl_mm 1.84 \
    yosys-stat-area_um2 1010 \
    pre_cts_ws_ns 1.06 \
    drt_iter0_drc 10 \
    status "finished, final reports clean" \
    synthDistinctLibCells 8 \
    reg2reg_to "accmulator.buffer8.q" \
    post-cts-setup-buffer-count 0 \
    dp_hpwl_mm 1.78 \
    fmax_ghz 0.166 \
    crit_type "input pin to flip-flop" \
    die_height_um 122 \
    grt_use_total_pct 2.84 \
    grt_max_degree 10 \
    cp.required_ns 7.51 \
    worstPathArrival_ns 6.14 \
    pin_count 19 \
    worst_pin_slew_ns 0.410 \
    yosys-top-cells-area "fa_1 (44%), dfrtp_1 (22%), inv_1 (12%)" \
    start_kind "input pin" \
    cts_tree "yes" \
    place_congestion 0.712 \
    hold_buffers 0 \
    die_w_um 122 \
    path_max_fanout 4 \
    peakVddDrop_mv 0.111 \
    rrSetupSlack_ns 3.43 \
    wire_per_inst_um 7.59 \
    fp_util_pct 9.89 \
    tool_warnings 25 \
    fin_crit_ns 6.03 \
    cp-startpoint "j[3]" \
    drt_pre_antenna_iters 2 \
    hold_violations 0 \
    fin_ws_ns 1.37 \
    antenna_found_initial 0 \
    clkTransAtPathRegs_ns 0.05 \
    maxCapViolations 0 \
    max-slew-margin-rel_pct 72.6 \
    htreeDepth 1 \
    powerDensity_nw_per_um2 343 \
    setup.worst_path.end "accmulator.buffer8.q" \
    drc 0 \
    yosysWarningCount 4 \
    yosysSeqAreaShare_pct 22.2 \
    cts_inserted_buffers 3 \
    cts-root-buf "clkbuf_8" \
    largest_area_cell "fa_1" \
    p_leak_nw 0.599 \
    vias_per_cell 2.41 \
    place.port_buffers 18 \
    synth_flops 9 \
    setup_tns_ns 0 \
    reg2regPathDepth 11 \
    clock_skew_ns 0.00155 \
    ys_cells 94 \
    fin_crit_sh_pct 81.5 \
    clkLatencyLatePin_ns 0.23 \
    post_cts_resized 0 \
    yosysTopAreaCellShare_pct 43.5 \
]
stage by stage:
step | instance area [um2] | instances
6_report | 1340 | 243
3_5_place_dp | 1290 | 239
3_3_place_gp | 1290 | 239
2_1_floorplan | 1010 | 94
5_1_grt | 1340 | 243
4_1_cts | 1340 | 243
worst min-delay path by stage:
stage | slack, ns | to | cells after the start
6_report | 0.57 | accmulator.buffer0.q | 1
5_1_grt | 0.60 | accmulator.buffer0.q | 1
4_1_cts | 0.58 | accmulator.buffer0.q | 1
registers in the layout, summed over array words and instances (netlist names):
| name | count |
|---|---|
| accmulator.buffer0.q | 1 |
| accmulator.buffer1.q | 1 |
| accmulator.buffer2.q | 1 |
| accmulator.buffer3.q | 1 |
| accmulator.buffer4.q | 1 |
| accmulator.buffer5.q | 1 |
| accmulator.buffer6.q | 1 |
| accmulator.buffer7.q | 1 |
| accmulator.buffer8.q | 1 |
layout by cell type, fill, tap and decap left out, drive strengths merged:
master,n
nand2,5
dfrtp,9
xnor2,1
clkbuf,4
inv,32
ha,5
fa,22
clkdlybuf4s50,18
and2,11
cells in the mapped netlist (all sizes together):
cell,n
nand2,5
dfrtp,9
fa,22
ha,5
buf,9
and2,11
inv,32
xnor2,1
power by group:
group	leakage [nW]	switching [mW]	total, mW	internal (mW)
sequential	0.105	0.0205	0.108	0.0878
combinational	0.471	0.144	0.294	0.150
clock	0.0228	0.0193	0.0569	0.0375
layout make-up:
type                            count  area (um2)
Fill cell                        1134        8890
Multi-Input combinational cell     44         599
Sequential cell                     9         225
Timing Repair Buffer               18         180
Tap cell                          136         170
Inverter                           32         120
Clock buffer                        4        45.0
critical path, cell delays in order:
cell and delay, ns:
clkdlybuf4s50_1 0.52, nand2_1 0.09, fa_1 0.51, fa_1 0.54, inv_1 0.04, ha_1 0.26, inv_1 0.05, fa_1 0.52
inv_1 0.05, fa_1 0.40, fa_1 0.38, fa_1 0.38, fa_1 0.38, fa_1 0.38, xnor2_1 0.14
cell families after synthesis:
| kind of cell | share of synthesized area, % |
|---|---|
| buffers and inverters | 18.5 |
| adders and majority gates | 49.7 |
| and+or+nand+nor | 8.65 |
| xor gates and xnor gates | 0.865 |
| DFF | 22.3 |
layer usage:
layer  wire length [um]  track usage [%]  vias to the layer above
met1                718             3.21                      293
met2                919             5.08                       18
met5                  0                0                        -
li1                   -                -                      272
met3                172            0.986                        2
met4                 34            0.522                        0
Power and IR drop assume default switching activity.
